$ cat design/flow/run.sh
#!/bin/bash
# OpenROAD 26Q1-2900-gdf79404cd8, Yosys 0.63+post, stock flow scripts
make -C /OpenROAD-flow-scripts/flow DESIGN_CONFIG=/design/flow/config.mk WORK_HOME=/design/flow/orfs finish
$ cat design/flow/config.mk
export PLATFORM = sky130hd
export DESIGN_NAME = ADXL345Handler
export DESIGN_NICKNAME = ADXL345Handler
export VERILOG_FILES = /design/flow/design.v
export SDC_FILE = /design/flow/constraint.sdc
export NUM_CORES = 4
export LEC_CHECK = 1
export CORE_UTILIZATION = 30
$ cat design/flow/constraint.sdc
current_design ADXL345Handler

set clk_period 2.1
set clk_io_pct 0.2

create_clock -name clk0 -period $clk_period [get_ports {clk}]

set non_clock_inputs [all_inputs -no_clocks]
set_input_delay [expr $clk_period * $clk_io_pct] -clock clk0 $non_clock_inputs
set_output_delay [expr $clk_period * $clk_io_pct] -clock clk0 [all_outputs]
$ cat design/flow/design.v
module ADXL345Handler(clk,MISO,getData,rst,spiclk,CS,MOSI,dataXout,dataYout);
	input clk, MISO, rst, getData;
	output spiclk;
	output MOSI;
	output reg CS;
	output reg [8:0] dataXout, dataYout;
	reg [15:0] input_reg; 
	reg [10:0] timecounter;		 
	reg spirst, adxl345setup;	 
	wire [31:0] output_reg; 	
	VeryBadSPI adxl345(spirst,clk,MISO,CS,input_reg,spiclk,MOSI,output_reg);
	always @(negedge clk or negedge rst or posedge getData) begin
		if (!rst) begin
			timecounter <= 0;
			adxl345setup <= 0;
			spirst <= 1;
			CS <= 1;
		end else if(getData) begin
			timecounter <= 0;
		end else begin
			if(adxl345setup == 0) begin
				timecounter <= timecounter + 1;
				if(timecounter == 1 || timecounter == 2) begin
					spirst <= ~spirst;	 
				end else if(timecounter == 10 && adxl345setup == 0) begin
					input_reg <= 16'b0010110100001000; 		 
					CS <= 0;
				end else if(timecounter == 44 && adxl345setup == 0) begin	
					CS <= 1;	
				end else if((timecounter == 1000 || timecounter == 1001) && adxl345setup == 0) begin	
					spirst <= ~spirst;	 
				end else if(timecounter == 1010 && adxl345setup == 0) begin
					input_reg <= 16'b0011000100000000;		 
					CS <= 0;
				end else if(timecounter == 1044 && adxl345setup == 0) begin	
					CS <= 1;
				end 
				if(timecounter == 2000)
					adxl345setup <= 1;
			end else if(adxl345setup == 1 && timecounter < 1000) begin 
				timecounter <= timecounter + 1;
				if(timecounter == 1 || timecounter == 2) begin
					spirst <= ~spirst;	 
				end else if(timecounter == 10) begin
					input_reg <= 16'b1111001000000000;
					CS <= 0;
				end else if(timecounter == 92) begin
					dataXout <= {output_reg[17],output_reg[16],output_reg[31:25]};
					dataYout <= {output_reg[1],output_reg[0],output_reg[15:9]};
					CS <= 1;
				end
			end
		end
	end
endmodule
module VeryBadSPI(rst,clkin,MISO,CS,input_reg,clkout,MOSI,output_reg);
	input rst, clkin, MISO, CS;	 
	input [15:0] input_reg; 		 
	output reg clkout;				 
	output reg MOSI;					 
	output reg [31:0] output_reg;	 
	reg [15:0] MOSI_SHIFT;
	reg preMISO;
	always @(posedge clkin or negedge rst) begin 
		if(~rst) begin
			clkout <= 1;
		end else if(CS == 0 && clkout == 1) begin
			clkout <= 0;
		end else if(CS == 1 && clkout == 0) begin
			clkout <= 1;
		end else if(CS == 0) begin
			clkout <= ~clkout;
		end
	end
	always @(negedge clkout or negedge rst) begin
		if(~rst) begin 
			MOSI_SHIFT <= 16'b1000000000000000;
		end else begin
			MOSI <= (input_reg & MOSI_SHIFT) ? 1'b1:1'b0;
			MOSI_SHIFT <= MOSI_SHIFT >> 1;
		end
	end
	always @(posedge clkout) begin
			preMISO <= MISO;
			output_reg <= output_reg << 1;
			output_reg[0] <= preMISO;
	end
endmodule
==> out/summary.txt <==
PD cells: 441 nW/um^2
Most used logic cell in the final layout: dfxtp_1
CP Capture Type: output port
Filler Cell Count: 843
Endpoints left unconstrained: 66
YS warnings: 11
Buffers & Inverters on Critical Path: 1
Chip width: 98.5 um
Cells after Synth: 185
Via count: 1566
Max reg flops: 32
Final Setup Violations: 33
Max-cap violations: 0
CP Max Fanout: 2
First-pass GRT wire length: 7460 um
Remaining antenna violation count: 0
Top post-synthesis cells by area: edfxtp_1 (25%), dfxtp_1 (24%), dfrtn_1 (21%), dfbbn_1 (3.5%), dfstp_2 (1.9%)
Hold path start: timecounter[6]$_DFFE_NP0N_
Clk root buf: clkbuf_8
Worst reg2reg path startpoint: CS$_DFFSRE_NPPP_
Congestion Overflow GR: 0
R2R Setup Slk: 80 ps
CTS Buf Count: 5
Row count: 34
Worst Skew: 72.4 ps
Die H: 98.5 um
Min-delay worst type: flip-flop to flip-flop
Top Layout Cells: dfxtp_1 (33), inv_1 (30), edfxtp_1 (23), dfrtn_1 (23), buf_2 (20)
Post-route DRC: 0
CP Class: flip-flop to output port
Setup crit start kind: flip-flop
Largest net degree at the start of global routing: 48
Register pins left without a clock: 47
Hold path cells: 1
Total die size: 9700 um^2
Iter 0 DRT Violations: 20
Diode count: 0
Worst slack, placed: -758 ps
Unrepaired setup endpoints after global routing: yes
Total wire length: 4340 um
Routed len/inst: 12.1 um
RR Endpoint: adxl345.clkout$_DFFE_PN1P_
Gpl congestion: 0.886
Post-synthesis register bit count: 84
WHS Endpoint: timecounter[6]$_DFFE_NP0N_
Antenna violations before repair: 0
CTS tree: yes
Failing checks: setup timing
Critical path's slowest cell: dfbbn_1
H-Tree Level Count: 2
Gr usage total: 10.0%
Hold Buf Count CTS: 0
Core box area: 8850 um^2
Slew Viols, Final: 0
Vias in the first global route: 1576
Number of placed I/O pins: 25
Peak supply drop: 233 uV
Drt pass-1 iters: 6
Yosys chip area: 2790 um^2
Port Buf Inserts: 24
Leak pwr: 1.50 nW
Synth cell types: 49
FP Core Util: 31.6%
Top Family by Delay on Critical Path: flip-flops
Post-layout utilization of the core: 38.5%
Main flop type: dfxtp_1
EDFF count, synth: 23
Crit path from: CS$_DFFSRE_NPPP_
Tool warnings: 54
Share of cells above drive strength 1: 25.0%
Final hold violation count: 0
CP Cell Sequence: buf_2
Leading area contributor after synthesis: edfxtp_1
CP max stage delay: 560 ps
Area grow syn2layout: 22.0%
Pwr Total: 1.50 mW
Post-synthesis sequential area ratio: 74.3%
Post-synth ARST share: 33.3%
Ys cells: 185
DR vias/cell: 4.35
Insertion Delay late pin: 360 ps
Synthesized area: 2790 um^2
Clock slew at reported path FFs: 60 ps
Post-DP HPWL: 2970 um
Clk buf depth: 2
Post-Syn Area per Cell: 15.1 um^2
Status: complete, but fails checks
Setup Total Neg Slack: -4920 ps
Synth top area share: 24.7%
Critical path required time: 1680 ps
Reg2Reg Depth: 3
Final worst slack: -331 ps
Worst path arrival time: 2010 ps
## metal layers
metal	track usage [%]	up-vias	wire length, um
met1	16.3	742	2250
li1	-	790	-
met5	0	-	0
met2	13.7	30	1880
met3	3.32	4	187
met4	2.07	0	21
## kinds of logic (layout without fill, tap and decap cells)
family | after synthesis | after routing | synth area share (%)
flops | 84 | 84 | 74.3
mux | 1 | 1 | 0.403
xor+xnor | 10 | 10 | 3.40
simple gates | 49 | 49 | 10.7
compound gates | 22 | 22 | 6.76
buf+inv | 14 | 81 | 2.42
other cells | 1 | 1 | 0.134
fa+ha+maj | 4 | 4 | 1.79
## worst reg2reg max path, stage by stage, from the launching register on
cell	delay, ps
dfbbn_1	560
buf_4	130
inv_1	110
nand2_1	70
## where the power goes
group	total (mW)	switching (mW)	leakage (nW)	internal, mW
logic	0.0258	0.0121	0.494	0.0137
registers	0.782	0	0.843	0.782
clock network	0.695	0.393	0.168	0.302
## what timing repair did
item | in CTS | in global routing
endpoints found under the setup margin | 41 | 37
pin swaps | 1 | 1
gates resized | 69 | 1
cloned | 3 | 0
setup buffers | 4 | 2
## worst max-delay path by stage
stage         cells past startpoint  slack, ps  to
CTS                               1       -340  CS
finish                            1       -330  CS
global route                      1       -370  CS
## cell type report
| type | instances | area, um^2 | area share [%] |
|---|---|---|---|
| sequential | 84 | 2080 | 60.9 |
| clock inverter | 25 | 109 | 3.19 |
| timing repair buffer | 43 | 317 | 9.29 |
| clock buffer | 5 | 68.8 | 2.02 |
| inverter | 8 | 30.0 | 0.881 |
| multi-input combinational | 87 | 672 | 19.7 |
| tap | 108 | 135 | 3.96 |
## through the flow
stage | instances | hold slack, ps | area [um^2]
after global routing | 360 | 516 | 3410
after CTS | 362 | 496 | 3460
final | 360 | 495 | 3410
after floorplan | 185 | 451 | 2820
after detailed placement | 326 | 490 | 3290
after global placement | 326 | 493 | 3290
## synth_stat cells, types with 2 or more instances
master / n
a21boi_0: 4
nor4b_1: 2
nand3_1: 6
nor2_1: 11
edfxtp_1: 23
dfstp_2: 2
xor2_1: 4
nor4_1: 2
o31ai_1: 2
nand3b_1: 4
xnor2_1: 5
dfxtp_1: 33
nand2_1: 8
nand2b_1: 3
ha_1: 4
a221oi_1: 2
dfrtn_1: 23
dfbbn_1: 3
nand4_1: 3
buf_2: 3
inv_1: 9
o211a_1: 2
Power figures rest on the tool's default switching activity, not on a simulated workload.
