--- flow/run.sh ---
#!/bin/bash
# OpenROAD 26Q1-2900-gdf79404cd8, Yosys 0.63+post, stock flow scripts
make -C /OpenROAD-flow-scripts/flow DESIGN_CONFIG=/design/flow/config.mk WORK_HOME=/design/flow/orfs finish
--- flow/config.mk ---
export PLATFORM = sky130hd
export DESIGN_NAME = lfsr
export DESIGN_NICKNAME = lfsr
export VERILOG_FILES = /design/flow/design.v
export SDC_FILE = /design/flow/constraint.sdc
export NUM_CORES = 4
export LEC_CHECK = 1
export CORE_AREA = 10 10 70 70
export DIE_AREA = 0 0 80 80
--- flow/constraint.sdc ---
current_design lfsr

set clk_period 1.3
set clk_io_pct 0.2

create_clock -name clk0 -period $clk_period [get_ports {clk}]

set non_clock_inputs [all_inputs -no_clocks]
set_input_delay [expr $clk_period * $clk_io_pct] -clock clk0 $non_clock_inputs
set_output_delay [expr $clk_period * $clk_io_pct] -clock clk0 [all_outputs]
--- flow/design.v ---
module lfsr(input clk, reset, en, output reg [7:0] q);
  always @(posedge clk or negedge reset) begin
    if (~reset)
      q <= 8'd1;  
    else if (en)
      q <= {q[6:0], q[7] ^ q[5] ^ q[4] ^ q[3]};  
  end
endmodule
==> impl_metrics.yaml <==
# flow metrics
outcome:
  status: "completed"
pwr:
  swShare: 0.260
  pwr-share-clk: 0.163
  ir_drop_uv: 340
  p_comb_frac: 0.467
  p_seq_frac: 0.370
  p_int_mw: 0.916
  pwr_density_cell_mw_per_mm2: 2230
  netSwitchingPower_mw: 0.323
  p_leak_nw: 0.225
finish:
  largest_reg_flops: 8
  reg.largest.list: "q: 8 flops"
  top_register: "q"
  final_cells: 87
  num-fill-cells: 383
  register_area_sq_um: 201
  syn_to_final_growth_pct: 73.0
  final_core_util: 0.162
  mi_logic_area_sq_um: 114
  drive_gt1_frac: 0.439
critical_path:
  critPathKind: "reg -> out"
  start_kind: "flop"
  crit_slowest_cell: "dfstp_2"
  critical-path-top-delay-family: "flip-flops"
  cp_cell_sequence: "dlygate4sd2_1"
  end_kind: "output port"
  critPathBufInv: 1
  worst-path-max-fanout: 2
  critPathRequiredTime_ps: 1040
  arrival_ps: 970
  cpPeakStageDelay_ps: 520
final_timing:
  setup_viol: 0
  final-hold-violation-count: 0
  rsz0062_at_grt: "false"
  worstMarginPinSlew_ps: 349
  period_used_share: 0.946
  period_needed_ps: 1230
  timing.slew.headroom: 0.767
  finClkSkew_ps: 8.15
  finalMaxSlewViolations: 0
  finalSetupTns_ps: 0
  setup_ws_ps: 69.6
  timing.fmax_ghz: 0.813
grt:
  track_usage: 0.0193
  grt_max_degree: 10
  antenna_found_initial: 0
  grt_pass1_wl_um: 1020
  grt_overflow: 0
  grt_pass1_vias: 232
clocking:
  h-tree-depth: 1
  clock-sinks: 8
  cts_buffer_depth: 2
  clock_latency_ps: 260
  clk_pin_slew_worst_paths_ps: 60
  cts_tree: "done"
  postCtsHoldBufs: 0
  root_buffer: "clkbuf_4"
  numCtsBuffers: 3
route:
  drt_wl_total_um: 709
  antenna_left: 0
  first_iter_violations: 0
  route.detailed.drc: 0
  dr.pass1.iters: 1
  wire_per_inst_um: 8.15
  via_per_inst: 2.74
  num_antenna_cells: 0
  vias: 238
synthesis:
  fa_ha_area_frac: 0
  ys_sh_xor: 0.0820
  synthSimpleGateAreaFrac: 0.0117
  ys_cells: 21
  top_cells_by_area: "dfrtp_1 (55%), mux2_2 (25%), dfstp_2 (8.2%)"
  syn_area_per_cell_sq_um: 15.3
  synth_cells: 21
  ys_types: 7
  topCombFamilyByArea: "multiplexers"
  ys_area_sq_um: 320
  ys_seq_frac: 0.629
  netlist_area_sq_um: 320
  largest_area_cell: "dfrtp_1"
  ys_warn_count: 1
  compound_area_frac: 0.0156
  synth-seq-cells: 8
  synth_top_area_share: 0.547
  mux_share: 0.246
floorplanning:
  rows: 21
  die-area_sq_mm: 0.00640
  fp-utilization: 0.0938
  ios: 11
  die_w_um: 80
  core-area_sq_mm: 0.00342
  die_h_um: 80
placement:
  gp_congestion: 0.672
  place_inst: 77
  port-buffer-count: 10
  dp_hpwl_um: 510
  post-place-ws_ps: -55.0
worst_hold_path:
  hold_path_class: "in -> async"
flow_run:
  warning_count: 25
  max-cap-violations: 0
## power by group through the flow
stage | clock network, mW | logic [mW] | registers, mW
global route | 0.224 | 0.635 | 0.480
CTS | 0.212 | 0.596 | 0.460
finish | 0.201 | 0.578 | 0.459
## worst register-to-register path, delay by kind of cell, from the launching register on
| kind | cells | cell delay [ps] |
|---|---|---|
| flip-flops | 1 | 380 |
| AND-OR/OR-AND | 1 | 150 |
| buffers and inverters | 1 | 150 |
| XOR/XNOR | 2 | 270 |
## cell usage after synthesis (all sizes together)
| master | instances |
|---|---|
| a21oi | 1 |
| buf | 1 |
| dfrtp | 7 |
| dfstp | 1 |
| mux2 | 7 |
| nor2 | 1 |
| xnor2 | 3 |
## final cells by class
type | instances | share of cell area
multi-input cells | 12 | 0.205
clock buffers | 4 | 0.0474
well taps | 46 | 0.104
flip-flops and latches | 8 | 0.363
repair buffers | 17 | 0.280
## through the flow
step           hold WS [ps]  power [mW]  cell area (sq um)
3_5_place_dp            495        1.01                493
4_1_cts                 275        1.27                554
2_1_floorplan         -35.6       0.690                320
5_1_grt                 294        1.34                554
6_report                273        1.24                554
3_3_place_gp            486        1.00                493
## routing by layer
layer | GRT usage | vias up | share of wire
met3 | 0.0125 | 4 | 0.17
met5 | 0 | - | 0
met4 | 0.0141 | 0 | 0.062
met1 | 0.0209 | 111 | 0.35
met2 | 0.0265 | 13 | 0.41
li1 | - | 110 | -
## cell families (layout without fill, tap and decap cells)
logic type	count (synthesis)	count (layout)
XOR/XNOR	3	3
AND-OR/OR-AND	1	1
flip-flops	8	8
buffers and inverters	1	21
multiplexers	7	7
AND/OR/NAND/NOR	1	1
## what timing repair did
item                       4_1_cts  5_1_grt
setup buffers                    6        0
setup endpoints to repair        8        0
gates resized                    8        0
## layout by cell type, fill, tap and decap left out
cell type,Yosys,final
dlygate4sd2_1,0,8
mux2_2,7,7
dfrtp_1,7,7
buf_4,0,6
xnor2_1,3,3
clkbuf_4,0,3
clkdlybuf4s50_1,0,2
nor2_1,1,1
a21oi_1,1,1
clkbuf_1,0,1
buf_12,0,1
dfstp_2,1,1
## path summary, 6_finish.rpt
path,start,to,slack [ps],cells past startpoint
min,reset,q[7],270,1
max reg2reg,q[3],q[0],280,4
max,q[0],q[0],70,1
min reg2reg,q[2],q[2],530,1
min in group clk0,q[2],q[2],530,1
max in group asynchronous,reset,q[0],720,1
Power and IR drop assume default switching activity.
