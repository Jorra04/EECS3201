### design/flow/config.mk
export PLATFORM = sky130hd
export DESIGN_NAME = ScoreCounter
export DESIGN_NICKNAME = ScoreCounter
export VERILOG_FILES = /design/flow/design.v
export SDC_FILE = /design/flow/constraint.sdc
export NUM_CORES = 4
export LEC_CHECK = 1
export CORE_UTILIZATION = 50
### design/flow/constraint.sdc
current_design ScoreCounter

set clk_period 5.3
set clk_io_pct 0.2

create_clock -name clk0 -period $clk_period [get_ports {clkin}]

set non_clock_inputs [all_inputs -no_clocks]
set_input_delay [expr $clk_period * $clk_io_pct] -clock clk0 $non_clock_inputs
set_output_delay [expr $clk_period * $clk_io_pct] -clock clk0 [all_outputs]
### design/flow/design.v
module Lab2(inputBus, outputBus);
	input [3:0] inputBus;
	output [6:0] outputBus;
 	assign outputBus[0] = (~inputBus[3] & ~inputBus[2] & ~inputBus[1] & inputBus[0])  | 
								 (~inputBus[3] & inputBus[2] & ~inputBus[1] & ~inputBus[0])  | 
								 (inputBus[3] & ~inputBus[2] & inputBus[1] & inputBus[0])    | 
								 (inputBus[3] & inputBus[2] & ~inputBus[1] & inputBus[0]);
	assign outputBus[1] = (~inputBus[3] & inputBus[2] & ~inputBus[1] & inputBus[0])   |
								 (~inputBus[3] & inputBus[2] & inputBus[1] & ~inputBus[0])   |
								 (inputBus[3] & ~inputBus[2] & inputBus[1] & inputBus[0])    |
								 (inputBus[3] & inputBus[2] & ~inputBus[1] & ~inputBus[0])   |
								 (inputBus[3] & inputBus[2] & inputBus[1] & ~inputBus[0])  	 |
								 (inputBus[3] & inputBus[2] & inputBus[1] & inputBus[0]);     
	assign outputBus[2] = (~inputBus[3] & ~inputBus[2] & inputBus[1] & ~inputBus[0])  |
								 (inputBus[3] & inputBus[2] & ~inputBus[1] & ~inputBus[0])   |
								 (inputBus[3] & inputBus[2] & inputBus[1] & ~inputBus[0])    |
								 (inputBus[3] & inputBus[2] & inputBus[1] & inputBus[0]);     
	assign outputBus[3] = (~inputBus[3] & ~inputBus[2] & ~inputBus[1] & inputBus[0])  |
								 (~inputBus[3] & inputBus[2] & ~inputBus[1] & ~inputBus[0])  |
								 (~inputBus[3] & inputBus[2] & inputBus[1] & inputBus[0])    |
								 (inputBus[3] & ~inputBus[2] & inputBus[1] & ~inputBus[0])   |
								 (inputBus[3] & inputBus[2] & inputBus[1] & inputBus[0]);     
	assign outputBus[4] = (~inputBus[3] & ~inputBus[2] & ~inputBus[1] & inputBus[0])  |
								 (~inputBus[3] & ~inputBus[2] & inputBus[1] & inputBus[0])   |
								 (~inputBus[3] & inputBus[2] & ~inputBus[1] & ~inputBus[0])  |
								 (~inputBus[3] & inputBus[2] & ~inputBus[1] & inputBus[0])   |
								 (~inputBus[3] & inputBus[2] & inputBus[1] & inputBus[0])    |
								 (inputBus[3] & ~inputBus[2] & ~inputBus[1] & inputBus[0]);
	assign outputBus[5] = (~inputBus[3] & ~inputBus[2] & ~inputBus[1] & inputBus[0])  |
								 (~inputBus[3] & ~inputBus[2] & inputBus[1] & ~inputBus[0])  |
								 (~inputBus[3] & ~inputBus[2] & inputBus[1] & inputBus[0])   |
								 (~inputBus[3] & inputBus[2] & inputBus[1] & inputBus[0])    |
								 (inputBus[3] & inputBus[2] & ~inputBus[1] & inputBus[0]);
	assign outputBus[6] = (~inputBus[3] & ~inputBus[2] & ~inputBus[1]) |
								 (~inputBus[3] & inputBus[2] & inputBus[1] & inputBus[0]) |
								 (inputBus[3] & inputBus[2] & ~inputBus[1] & ~inputBus[0]);
endmodule
module ScoreCounter(clkin, reset, gameOver, hex01, hex02, hex03, hex04);
	input clkin, reset;
	wire clkout;
	input gameOver;
	reg[3:0] thousandsSecond, hundredsSecond, tensSecond, onesSecond;
	output[6:0] hex01, hex02, hex03, hex04;
	reg[31:0] counter;
	always @ (posedge clkin or negedge reset)
	begin
			if(~reset)
			begin
				thousandsSecond <= 4'b0000;
				hundredsSecond <= 4'b0000;
				tensSecond <= 4'b0000;
				onesSecond <= 4'b0000;
				counter <= 0;
			end
			else
			begin
				if(!gameOver)
					if(!((thousandsSecond == 9) && (hundredsSecond == 9) && (tensSecond == 9) && (onesSecond == 9) ))
				begin
					counter <= counter + 1;
					if(counter == 50000000)
					begin
						counter <= 0;
						if(hundredsSecond == 9 && tensSecond == 9 && onesSecond == 9)
						begin
							hundredsSecond <= 0;
							tensSecond <= 0;
							onesSecond <= 0;
							thousandsSecond <= thousandsSecond + 1;
						end
						else if(tensSecond == 9 && onesSecond == 9)
						begin
							hundredsSecond <= hundredsSecond + 1;
							tensSecond <= 0;
							onesSecond <= 0;
						end
						else if(onesSecond == 9)
						begin
							onesSecond <= 0;
							tensSecond <= tensSecond + 1;
						end
						else
							onesSecond <= onesSecond + 1;
					end
				end
			end
		end
	Lab2 displayHex01(onesSecond, hex01);
	Lab2 displayHex02(tensSecond, hex02);
	Lab2 displayHex03(hundredsSecond, hex03);
	Lab2 displayHex04(thousandsSecond, hex04);
endmodule
### design/flow/run.sh
#!/bin/bash
# OpenROAD 26Q1-2900-gdf79404cd8, Yosys 0.63+post, stock flow scripts
make -C /OpenROAD-flow-scripts/flow DESIGN_CONFIG=/design/flow/config.mk WORK_HOME=/design/flow/orfs finish
==> results.tsv <==
metric	value	unit
clk buf depth	2	
Worst-Margin Slew	0.641	ns
Slew headroom	0.569	
CTS tree	yes	
DIE AREA	0.00717	mm^2
Top non-seq family	simple AND/OR/NAND/NOR gates	
vias in the first global route	2574	
Reg clk slew, reported paths	0.09	ns
worst setup margin	2.19	ns
Rows	29	
post-layout util	0.591	
post-route cell area	0.00382	mm^2
Final TNS setup	0	ns
r2r worst-path depth	7	
number of enable flip-flop cells	0	
clock group share of total power	0.349	
Distinct cells, synth	61	
Sw Share	0.257	
Gate power share	0.097	
layout cells sized above 1	0.0833	
Worst Path Class, Setup	reg2out	
clk_skew	0.00713	ns
Post-DP HPWL	4750	um
Yosys warnings	1	
Log Warnings	30	
Worst IR Drop VDD	0.214	mV
Commonest flop	dfrtp_1	
Simple-Gate Area Share	0.286	
core region area	0.00646	mm^2
Non-Filler Instances	485	
final period utilization	0.586	
GRT Util Overall	0.216	
reg-to-reg endpoint	onesSecond[2]	
DRC Markers	0	
# Post-CTS Setup Buffers	0	
number of hold violations in the final report	0	
leak pwr	1.54	nW
total gr overflow	0	
unrepaired setup endpoints after global routing	no	
Worst Hold End	counter[31]	
sequential fraction of design power	0.554	
crit path DAT	2.05	ns
P_int	0.562	mW
die height	84.7	um
Power, Total	0.756	mW
chip area line of the yosys report	0.00342	mm^2
initial antenna violation count	0	
Max-Cap Viols	0	
Final setup viols	0	
crit path time final	3.11	ns
number of top-level pins	31	
Max Fclk	322	MHz
kind of start point of the critical path	flop	
drt pass-1 iters	13	
P_sw	0.195	mW
Area Growth Syn to Fin	11.8	%
Critical Path Fanout Max	14	
routed wire length	7030	um
Worst Path Required	4.24	ns
Adder-Cell Fraction of Synth Area	0.0293	
Async S/R FF share, synth	1.00	
status	finished clean	
Synth Instances	394	
fin. max-slew vios	0	
Worst Hold Margin	0.494	ns
yosys stat cell total	394	
sequential-to-total area share from yosys stat	0.352	
Die Width	84.7	um
mux share	0.0373	
post-place setup slack	2.35	ns
initial DRC count	172	
Worst Hold Depth	1	
clock latency (worst-skew pair)	0.30	ns
FILL cells	557	
pin count of the biggest net entering global routing	49	
Avg Inst Size Synth	8.67	um^2
dpl cell area	0.00371	mm^2
placed cell count	477	
Mapped Area	0.00342	mm^2
PD cells	198	mW/mm^2
ys flops	48	
R2R setup slack	2.68	ns
CTS Sinks	48	
# resized after CTS	0	
Min-Delay Startpoint	counter[31]	
Antenna Cells	0	
first-pass GRT wire length	12600	um
Critical R2R Launch	counter[0]	
CP Capture Type	output port	
AO/OA Area Share	0.187	
yosys xor share	0.0586	
root buffer cell	clkbuf_8	
fp_density	0.529	
Via Count	2917	
CTS Buf Count	5	
CTS Hold Buffers Added	0	
routed len/inst	14.5	um
H-tree levels	2	
# port buffers	30	
via density per instance	6.01	
worst hold path type	reg2reg	
RD Place Congestion	0.823	
Detail Route Antenna Nets	0	
## placed cells by master (no fill, tap or decap), types with 7 or more instances in the layout
master           instances
nor2_1                  32
o21ai_0                 35
nand3_1                 13
xnor2_1                 15
nand2_1                 31
a22o_1                   8
ha_1                     8
a21oi_1                 18
clkdlybuf4s50_1         29
inv_1                   14
nor3_1                   7
dfrtp_1                 48
nand4_1                 16
and3_1                   7
## power by group through the flow
stage	Sequential, mW	Clock (mW)	Combinational, mW
finish	0.419	0.264	0.0733
global route	0.424	0.282	0.0845
CTS	0.419	0.270	0.0741
## logic make-up after synthesis
group	count (synthesis)
AOI/OAI and AO/OA	99
xor gates and xnor gates	22
adders and majority gates	8
buffers and inverters	41
DFF	48
muxes	12
and+or+nand+nor	164
## worst max-delay path, stage by stage (launching register included)
cell	delay, ns
dfrtp_1	0.63
nand2_1	0.23
o21ai_0	0.21
nand2_1	0.07
o31ai_1	0.08
clkdlybuf4s50_1	0.51
## sequential cells by signal, summed over array words and instances, names as in the netlist
name and flops:
onesSecond 4, tensSecond 4, thousandsSecond 4, hundredsSecond 4
counter 32
## layout make-up
| cell class | instances | area [um^2] | share of cell area |
|---|---|---|---|
| Multi-Input combinational cell | 305 | 2040 | 0.535 |
| Sequential cell | 48 | 1200 | 0.315 |
| Timing Repair Buffer | 33 | 318 | 0.0832 |
| Tap cell | 77 | 96.3 | 0.0252 |
| Clock buffer | 6 | 72.6 | 0.0190 |
| Inverter | 14 | 52.6 | 0.0138 |
| Clock inverter | 2 | 35.0 | 0.00917 |
## Yosys cell counts (5+ instances only)
master	count	area share
ha_1	8	0.029
a21oi_1	18	0.026
mux2i_1	6	0.018
nand2_1	31	0.034
mux2_2	6	0.020
a31oi_1	5	0.0092
nor2b_1	6	0.011
nor2_1	32	0.035
nand3_1	13	0.019
o22ai_1	5	0.0092
nor4_1	5	0.0092
nand4_1	16	0.029
xnor2_1	15	0.038
nand2b_1	5	0.0092
inv_1	14	0.015
or3_1	5	0.0092
dfrtp_1	48	0.35
a22o_1	8	0.021
and3_1	7	0.013
o21ai_0	35	0.051
clkbuf_1	21	0.023
xor2_1	6	0.015
nand3b_1	6	0.013
nor3_1	7	0.010
## layer usage
metal / global-route usage / vias up / wire, um
met2: 0.310 / 48 / 3020
met1: 0.385 / 1391 / 3750
met4: 0.0154 / 0 / 57
li1: - / 1473 / -
met5: 0 / - / 0
met3: 0.0229 / 5 / 197
## worst max path at each step
stage,depth (start not counted),from,slack [ns],end
finish,5,hundredsSecond[0],2.19,hex03[6]
CTS,5,hundredsSecond[0],2.21,hex03[6]
global route,5,hundredsSecond[0],2.06,hex03[6]
Power and IR drop assume default switching activity.
